## ./design.v

```verilog
module univ_add_sub(a,b,m,s,cout); input [3:0] a,b; input m; output [3:0] s; output cout; wire [3:0] t;
assign t = b ^ {4{m}}; assign {cout,s} = a + t + m; 
endmodule
```

## ./constraint.sdc

```tcl
current_design univ_add_sub

set clk_period 4.8
set clk_io_pct 0.2

create_clock -name clk0 -period $clk_period

set non_clock_inputs [all_inputs -no_clocks]
set_input_delay [expr $clk_period * $clk_io_pct] -clock clk0 $non_clock_inputs
set_output_delay [expr $clk_period * $clk_io_pct] -clock clk0 [all_outputs]
```

## ./config.mk

```make
export PLATFORM = sky130hd
export DESIGN_NAME = univ_add_sub
export DESIGN_NICKNAME = univ_add_sub
export VERILOG_FILES = /design/flow/design.v
export SDC_FILE = /design/flow/constraint.sdc
export NUM_CORES = 4
export LEC_CHECK = 1
export CORE_AREA = 10 10 70 70
export DIE_AREA = 0 0 80 80
```

## ./run.sh

```bash
#!/bin/bash
# OpenROAD 26Q1-2900-gdf79404cd8, Yosys 0.63+post, stock flow scripts
make -C /OpenROAD-flow-scripts/flow DESIGN_CONFIG=/design/flow/config.mk WORK_HOME=/design/flow/orfs finish
```

==> Table 3: Implementation characteristics <==
Characteristics after synthesis and place and route

Parameter                              Value

Run status
  Outcome    completed

Worst setup path
  Highest fanout seen on the critical path    5
  Required time of the critical path    roughly 3.8 ns
  Biggest cell delay along the critical path    0.51 ns
  Ordered cell list for the critical path    clkdlybuf4s50_1, xor2_1, ha_1, inv_1, or4_1, nand4_1, clkdlybuf4s50_1
  Crit-path slowest cell    or4_1
  Startpoint of the worst setup timing path    m
  Critical Setup Path Class    input port to output port
  Family with the most delay on the worst path    buffers and inverters
  Kind of launch point of the worst setup path    input port
  Endpoint kind of the worst setup timing path    output port
  Endpoint arrival time on the critical path    roughly 3.1 ns
  Worst path buffer plus inverter count    3
  Crit path top cell by count    clkdlybuf4s50_1

Drt
  Number of optimization iterations in the first detailed-route pass    2
  Number of DRC markers after the initial detailed-route iteration    3
  Antenna viol nets, final    0
  DR WL/cell    approximately 7.6 µm
  Diode insertion count for antenna repair    0
  Sum of routed wire length over all layers    between 600 and 700 µm
  DRC violations left    0
  Average vias per placed instance    roughly 2.6
  Via count of the routed design    around 200

Synthesis
  Post-synthesis cell type with the largest instance count    xor2_1
  Number of distinct library cell variants in the gate-level netlist after synthesis    12
  Area reported by Yosys stat    180 µm²
  Number of warnings reported in the yosys synthesis log    0
  Synth top area share    0.243
  Synthesized netlist cell count    20
  Mapped Avg Cell Area    9.01 µm²
  Top post-synthesis cells by area    xor2_1 (24%), ha_1 (21%), fa_1 (11%)
  Seq share, synth    0
  Most used standard cells in the synthesized netlist    xor2_1 (5), ha_1 (3), a21oi_1 (2), nand4_1 (2)
  Combined area of all synthesized cells    between 150 and 200 µm²
  Cells in synth_stat.txt    20
  Cell taking the most area after synthesis    xor2_1

STA
  Worst hold margin    roughly 2.9 ns
  Worst slew margin relative to its limit    0.816
  Post-layout period usage    0.850
  Crit path time final    4.08 ns
  Highest achievable clock rate    approximately 250 MHz
  Number of max-slew violations in the final report    0
  Transition time of the tightest slew-check pin    about 0.28 ns
  Minimum setup slack in the final design    just over 0.7 ns
  Final-layout setup total negative slack    0 ns
  Setup repair after global routing missed its margin    no
  Final hold vios    0
  Final count of negative-setup-slack endpoints    0

Power and ir drop
  Leak    around 0.13 nW
  Switching component of the power    about 0.018 mW
  Fraction of power consumed by the clock network    0
  Total internal power    roughly 0.033 mW
  Proportion of total power due to net switching    0.352
  Relative contribution of combinational cells to total power    1.000
  IR drop worst, VDD    0.0538 mV
  Reg power frac    0
  Ratio of total power to cell area    around 130 mW/mm²

Job
  Number of warnings in the stage logs    32
  Number of maximum-capacitance constraint violations    0

Cells and area
  Seq cells    0
  Fill cell instance count of the final layout    408
  Synth-to-layout area growth    110%
  Comb gate area    roughly 180 µm²
  Final core utilization    0.111
  Layout cell share with drive strength beyond 1    0.0294
  CLK BUF    0
  Final Non-Filler Cells    around 80
  Storage element area    0 µm²

Die
  Placeable core region    between 0.003 and 0.004 mm²
  Die outline width    80 µm
  Number of ports placed on the die boundary    14
  Initial Utilization    0.0527
  Die H    approximately 80 µm
  Number of core rows    21
  Die Size    0.00640 mm²

Clock network
  CTS Hold Buffers Added    0
  Total of cells resized after clock tree synthesis    0
  Buffers inserted by post-CTS timing repair    0

Hold path
  Hold/Removal Path Class    input port to output port
  Capture endpoint of the worst hold path    s[0]
  Hold path start    a[0]
  Cell count of the worst hold path    3

Placement
  GP Congestion    slightly below 0.8
  Setup slack at placement    0.689 ns
  Instance count after placement with tap cells included    roughly 80
  Port buffer count    14
  Detailed placement HPWL    approximately 570 µm

GRT
  Maximum number of pins on one net before global-route repair    6
  Wire length of the first global-routing pass    966 µm
  Vias in the first global route    214
  GRT Resource Usage Total    0.0183
  Antenna violations before repair    0
  Final global-route overflow total    0
## per-layer routing
metal,up-vias,track usage,wire length (µm)
met5,-,0,0
met4,0,0,0
met3,0,0.00568,55
met2,13,0.0201,159
met1,84,0.0324,390
li1,107,-,-
## placed cells by master (no fill, tap or decap)
cell / count
nand4_1: 2
nor4b_1: 1
inv_1: 1
fa_1: 1
or4_1: 1
mux2_4: 1
a21oi_1: 2
a31oi_1: 1
clkdlybuf4s50_1: 14
ha_1: 3
nor3b_1: 1
xor2_1: 5
o21bai_1: 1
## area by class of cell
type               instances  area share
multi-input cells         19       0.467
well taps                 46       0.152
repair buffers            14       0.371
inverters                  1     0.00993
## worst max-delay path by stage
stage	end	cells past startpoint
after CTS	s[3]	7
after global routing	s[3]	7
final	s[3]	7
## power by group through the flow
stage                 combinational, mW  sequential, mW  clock [mW]
after CTS                        0.0526               0           0
after global routing             0.0577               0           0
final                            0.0509               0           0
## logic make-up (layout without fill, tap and decap cells)
group                    after synthesis  in the layout  synth area share
AND-OR/OR-AND                          4              4             0.132
adder cells (fa/ha/maj)                4              4             0.319
XOR/XNOR                               5              5             0.243
multiplexers                           1              1            0.0833
AND/OR/NAND/NOR                        5              5             0.201
buffers and inverters                  1             15            0.0208
## through the flow
stage,cell area [µm²],power [mW]
floorplan,180,0.0192
global placement,378,0.0511
detailed placement,378,0.0522
CTS,378,0.0526
global route,378,0.0577
finish,378,0.0509
Power is estimated from default activity; no workload was simulated.
